===== ./run.sh =====
#!/bin/bash
# OpenROAD 26Q1-2900-gdf79404cd8, Yosys 0.63+post, stock flow scripts
make -C /OpenROAD-flow-scripts/flow DESIGN_CONFIG=/design/flow/config.mk WORK_HOME=/design/flow/orfs finish

===== ./config.mk =====
export PLATFORM = sky130hd
export DESIGN_NAME = MEM
export DESIGN_NICKNAME = MEM
export VERILOG_FILES = /design/flow/design.v
export SDC_FILE = /design/flow/constraint.sdc
export NUM_CORES = 4
export LEC_CHECK = 1
export CORE_AREA = 10 10 124 124
export DIE_AREA = 0 0 134 134

===== ./constraint.sdc =====
current_design MEM

set clk_period 1.9
set clk_io_pct 0.2

create_clock -name clk0 -period $clk_period [get_ports {clk}]

set non_clock_inputs [all_inputs -no_clocks]
set_input_delay [expr $clk_period * $clk_io_pct] -clock clk0 $non_clock_inputs
set_output_delay [expr $clk_period * $clk_io_pct] -clock clk0 [all_outputs]

===== ./design.v =====
module MEM #(parameter DATA_WIDTH = 16,
             parameter ADDR_WIDTH = 8,
             parameter IMM8_WIDTH = 8,
             parameter REG_WIDTH  = 4,
             parameter CV_WIDTH   = 11,
             parameter OP_WIDTH   = 4)
       (input clk,
        input rst,
        input[ADDR_WIDTH-1:0] PCM_i,
        input[DATA_WIDTH-1:0] alu_outM_i,
        input[DATA_WIDTH-1:0] WriteDataM_i,
        input[IMM8_WIDTH-1:0] imm8M_i,
        input[REG_WIDTH-1:0] rsM_i,
        input[REG_WIDTH-1:0] WriteRegM_i,
        input stall_MEM_WB_i,
        input MemSrc_i,
        input RegWriteM_i,
        input BranchM_i,
        input MemReadM_i,
        input MemWriteM_i,
        input MemToRegM_i,
        input MovM_i,
        input jumpM_i,
        input FloatingM_i,
        input[DATA_WIDTH-1:0] floating_Result_i,
        input[DATA_WIDTH-1:0] ResultW_i,
        output[ADDR_WIDTH-1:0] branchAddr_o,
        output[ADDR_WIDTH-1:0] jumpAddr_o,
        output jumpM_o,
        output[DATA_WIDTH-1:0] WBResultM_w,
        output reg[DATA_WIDTH-1:0] WBResultM_o,
        output reg[REG_WIDTH-1:0] WriteRegM_o,
        output reg RegWriteM_o ,
        output reg MemToRegM_o ,
        output reg MemReadM_o,
        output dm_rd,
        output dm_wr,
        output[ADDR_WIDTH-1:0] MemAddr_o,
        output[DATA_WIDTH-1:0] WriteDataM_o,
        output PC_src_o
       );
assign PC_src_o = ((WriteDataM_o == 'd0) && (BranchM_i) );
assign jumpM_o = jumpM_i;
assign branchAddr_o = imm8M_i;
assign jumpAddr_o   = imm8M_i;
assign  dm_wr = MemWriteM_i;
assign  dm_rd = MemReadM_i;
assign  MemAddr_o = imm8M_i;
assign WriteDataM_o = MemSrc_i ?  ResultW_i : WriteDataM_i ;
wire[DATA_WIDTH-1:0] sign_extended_val = {{8{imm8M_i[7]}},imm8M_i[7:0]};
assign WBResultM_w = MovM_i ? sign_extended_val : (FloatingM_i ? floating_Result_i:alu_outM_i);
always @(posedge clk)
begin
    if(rst)
    begin
        RegWriteM_o <= 'd0;
        MemToRegM_o <= 'd0;
        WBResultM_o <= 'd0;
        WriteRegM_o <= 'd0;
        MemReadM_o  <= 'd0;
    end
    else if(stall_MEM_WB_i)
    begin
        RegWriteM_o <= RegWriteM_o;
        MemToRegM_o <= MemToRegM_o;
        WBResultM_o <= WBResultM_o;
        WriteRegM_o <= WriteRegM_o;
        MemReadM_o  <= MemReadM_o;
    end
    else
    begin
        RegWriteM_o <= RegWriteM_i;
        MemToRegM_o <= MemToRegM_i;
        WBResultM_o <= WBResultM_w;
        WriteRegM_o <= WriteRegM_i;
        MemReadM_o  <= MemReadM_i;
    end
end
endmodule

==> impl_metrics.prom <==
# HELP chip_impl_metric Synthesis and place-and-route metrics
# TYPE chip_impl_metric gauge
chip_impl_metric{name="ys_cells",unit=""} 197
chip_impl_info{name="rsz0062_at_grt",value="true"} 1
chip_impl_metric{name="grt_pass1_vias",unit=""} 2241
chip_impl_metric{name="drt_pass1_iterations",unit=""} 4
chip_impl_metric{name="fill_cells",unit=""} 1287
chip_impl_metric{name="detail_route.drc_violations",unit=""} 0
chip_impl_info{name="worst_r2r_startpoint",value="WBResultM_o[12]$_SDFFE_PP0N_"} 1
chip_impl_metric{name="fin_worst_skew",unit="ps"} 0
chip_impl_metric{name="timing.final.hold_violations",unit=""} 0
chip_impl_info{name="cp_cell_sequence",value="clkdlybuf4s50_1, mux2_2, clkdlybuf4s50_1"} 1
chip_impl_metric{name="powerDensity",unit="nW/um^2"} 428
chip_impl_metric{name="cpPeakStageDelay",unit="ps"} 440
chip_impl_metric{name="top_cell_area_share",unit="%"} 27.5
chip_impl_metric{name="io-pin-count",unit=""} 183
chip_impl_metric{name="layout_worst_path_cycle_share",unit="%"} 99.4
chip_impl_metric{name="clock.latency.late_pin",unit="ps"} 260
chip_impl_metric{name="clock_tree.buffer_depth",unit=""} 2
chip_impl_metric{name="clock_sinks",unit=""} 23
chip_impl_metric{name="postSynthRegisterBits",unit=""} 23
chip_impl_metric{name="slew_viol_final",unit=""} 0
chip_impl_metric{name="cts_hold_repair.buffers",unit=""} 0
chip_impl_metric{name="clock_slew_seen_by_the_registers_of_the_worst_setup_and_hold_paths",unit="ps"} 60
chip_impl_metric{name="floorplan.die.width",unit="um"} 134
chip_impl_info{name="worst_path_most_repeated_cell",value="sky130_fd_sc_hd__clkdlybuf4s50_1"} 1
chip_impl_metric{name="post_drt_wl_per_cell",unit="um"} 15.7
chip_impl_metric{name="design.core.area",unit="sq um"} 12700
chip_impl_metric{name="critical_path_buf_inv_count",unit=""} 2
chip_impl_metric{name="post-dp-hpwl",unit="um"} 6830
chip_impl_metric{name="p_clk_share",unit="%"} 26.9
chip_impl_metric{name="cp_data_arrival_time",unit="ps"} 1510
chip_impl_metric{name="synthesis.area",unit="sq um"} 1680
chip_impl_metric{name="detail_route.iter0.violations",unit=""} 46
chip_impl_metric{name="h-tree-depth",unit=""} 1
chip_impl_info{name="cp_top_family",value="buffers and inverters"} 1
chip_impl_metric{name="openroad.warnings",unit=""} 39
chip_impl_info{name="postSynth.topFlopCell",value="sky130_fd_sc_hd__dfxtp_1"} 1
chip_impl_metric{name="cts_made_buffers",unit=""} 3
chip_impl_metric{name="seq_area_frac_synth",unit="%"} 27.5
chip_impl_info{name="top_cells_by_area",value="sky130_fd_sc_hd__dfxtp_1, sky130_fd_sc_hd__buf_4, sky130_fd_sc_hd__mux2_2, sky130_fd_sc_hd__o32ai_1, sky130_fd_sc_hd__nor2b_1"} 1
chip_impl_metric{name="port-buffer-count",unit=""} 166
chip_impl_metric{name="power_switching",unit="mW"} 0.420
chip_impl_metric{name="layout_setup_ws",unit="ps"} 11.3
chip_impl_metric{name="die_h",unit="um"} 134
chip_impl_info{name="timing.critical_path.slowest_stage_cell",value="sky130_fd_sc_hd__clkdlybuf4s50_1"} 1
chip_impl_info{name="holdCritStartpoint",value="WBResultM_o[5]$_SDFFE_PP0N_"} 1
chip_impl_metric{name="track_usage",unit="%"} 8.95
chip_impl_metric{name="period_needed",unit="ps"} 1890
chip_impl_metric{name="netSwitchingFraction",unit="%"} 24.3
chip_impl_metric{name="synth_cells",unit=""} 197
chip_impl_metric{name="ff2ff_setup_slack",unit="ps"} 1270
chip_impl_metric{name="drive_gt1_share",unit="%"} 29.8
chip_impl_metric{name="crit_required",unit="ps"} 1520
chip_impl_metric{name="grt_overflow_total",unit=""} 0
chip_impl_metric{name="antenna-diode-count",unit=""} 0
chip_impl_metric{name="synthToLayoutAreaGrowth",unit="%"} 141
chip_impl_metric{name="intPower",unit="mW"} 1.31
chip_impl_metric{name="finish.utilization",unit="%"} 31.8
chip_impl_metric{name="wirelength",unit="um"} 8610
chip_impl_metric{name="timing.max_slew.rel_slack",unit="%"} 54.9
chip_impl_metric{name="floorplan.rows",unit=""} 41
chip_impl_metric{name="number_of_flops_mapped_to_enable_cells_by_yosys",unit=""} 0
chip_impl_info{name="biggest_area_consumer_among_synthesized_cells",value="sky130_fd_sc_hd__dfxtp_1"} 1
chip_impl_metric{name="placed_cells_incl_taps",unit=""} 535
chip_impl_metric{name="antenna_found_initial",unit=""} 0
chip_impl_metric{name="antenna_violating_nets_post_route",unit=""} 0
chip_impl_metric{name="synth-warning-count",unit=""} 1
chip_impl_metric{name="grt_start_max_net_pins",unit=""} 24
chip_impl_metric{name="worst-path-max-fanout",unit=""} 2
chip_impl_metric{name="placement.setup.worst_slack",unit="ps"} -831
chip_impl_metric{name="yosys.stat.chipArea",unit="sq um"} 1680
chip_impl_info{name="clock_tree.root_cell",value="sky130_fd_sc_hd__clkbuf_16"} 1
chip_impl_metric{name="global_route_wire_length_before_repair",unit="um"} 13000
chip_impl_metric{name="async_flop_share",unit="%"} 0
chip_impl_metric{name="post_synth.cell_area_avg",unit="sq um"} 8.51
chip_impl_metric{name="ff2ff_path_depth",unit=""} 2
chip_impl_info{name="worst-setup-path-type",value="in2out"} 1
chip_impl_metric{name="final_cell_count_no_fill",unit=""} 548
chip_impl_info{name="clock_tree_from_tritoncts",value="yes"} 1
chip_impl_metric{name="floorplan.core_util",unit="%"} 13.2
chip_impl_info{name="rr_endpoint",value="WBResultM_o[12]$_SDFFE_PP0N_"} 1
chip_impl_metric{name="yosysUniqueCellTypes",unit=""} 22
chip_impl_metric{name="overall_power",unit="mW"} 1.73
chip_impl_info{name="outcome",value="complete, no violations"} 1
chip_impl_metric{name="power.leakage",unit="nW"} 1.73
chip_impl_metric{name="power_share_of_the_sequential_group",unit="%"} 30.8
chip_impl_info{name="synth_dominant_cell_count",value="sky130_fd_sc_hd__buf_4"} 1
chip_impl_metric{name="worst_ir_drop_vdd",unit="V"} 0.000373
chip_impl_info{name="min_delay_worst_endpoint",value="WBResultM_o[5]$_SDFFE_PP0N_"} 1
chip_impl_metric{name="setup_violation_total_in_the_final_timing_report",unit=""} 0
chip_impl_info{name="synth.top_cells.by_count",value="sky130_fd_sc_hd__buf_4, sky130_fd_sc_hd__nor2_1, sky130_fd_sc_hd__dfxtp_1"} 1
chip_impl_metric{name="chipArea",unit="sq um"} 18000
chip_impl_info{name="timing.critical_path.to_type",value="output port"} 1
chip_impl_metric{name="worstMarginPinSlew",unit="ps"} 677
chip_impl_metric{name="timing.max_cap.violations",unit=""} 0
chip_impl_metric{name="combinationalPowerShare",unit="%"} 42.3
chip_impl_info{name="crit_path_start_kind",value="input pin"} 1
chip_impl_info{name="min-delay-path-class",value="reg2reg"} 1
chip_impl_metric{name="hold-path-cell-count",unit=""} 2
chip_impl_metric{name="achievable-frequency",unit="MHz"} 529
chip_impl_metric{name="viasPerCell",unit=""} 3.81
chip_impl_metric{name="via_count_of_the_routed_design",unit=""} 2090
chip_impl_metric{name="gpl.final_weighted_congestion",unit=""} 0.817
## layout by cell type (no fill, tap or decap), types with 2 or more instances in the layout
cell type                           n
sky130_fd_sc_hd__and2b_1            3
sky130_fd_sc_hd__bufbuf_16          2
sky130_fd_sc_hd__buf_8              2
sky130_fd_sc_hd__nand2_1           16
sky130_fd_sc_hd__buf_12             3
sky130_fd_sc_hd__clkbuf_16          3
sky130_fd_sc_hd__buf_4             45
sky130_fd_sc_hd__mux2i_1            7
sky130_fd_sc_hd__clkdlybuf4s50_1  119
sky130_fd_sc_hd__nor2b_2            7
sky130_fd_sc_hd__and4_1             2
sky130_fd_sc_hd__dlygate4sd2_1     26
sky130_fd_sc_hd__nor2b_1            8
sky130_fd_sc_hd__dfxtp_1           23
sky130_fd_sc_hd__dlymetal6s2s_1    16
sky130_fd_sc_hd__a211oi_2          15
sky130_fd_sc_hd__mux2_4             4
sky130_fd_sc_hd__nor2_1            25
sky130_fd_sc_hd__o32ai_1           16
sky130_fd_sc_hd__nor4_2             3
sky130_fd_sc_hd__nor2b_4            6
sky130_fd_sc_hd__mux2_2            12
## registers in the layout (all words and copies together), names as in the netlist
signal and count:
WBResultM_o 16, WriteRegM_o 4, MemReadM_o 1, MemToRegM_o 1, RegWriteM_o 1
## stage by stage
| step | instance area, sq um | TNS [ps] | hold WS [ps] |
|---|---|---|---|
| global route | 4030 | -9.38 | 507 |
| floorplan | 1680 | 0 | 434 |
| detailed placement | 3610 | -15560 | 468 |
| global placement | 3610 | -15550 | 469 |
| CTS | 3990 | -33.2 | 486 |
| finish | 4030 | 0 | 484 |
## layout make-up
| class | instances | area [sq um] | area share [%] |
|---|---|---|---|
| clock inverter | 1 | 5.00 | 0.124 |
| tap | 172 | 215 | 5.33 |
| sequential | 23 | 460 | 11.4 |
| timing repair buffer | 218 | 2170 | 53.8 |
| clock buffer | 3 | 75.1 | 1.86 |
| multi-input combinational | 131 | 1110 | 27.4 |
## repair_timing
item	4_1_cts	5_1_grt
endpoints found under the setup margin	33	12
gates resized	92	20
cloned	3	0
pin swaps	24	9
setup buffers	7	1
## layer usage
layer  track usage, %  part of all wire, %
met5                0                    0
met4            0.302                 0.34
met3             2.92                  7.0
met2             15.6                   50
met1             11.0                   43
## worst max-delay path by stage
| stage | slack (ps) | cells after the start | startpoint | end |
|---|---|---|---|---|
| final | 10 | 3 | WriteDataM_i[1] | WriteDataM_o[1] |
| after global routing | -7 | 5 | WriteDataM_i[6] | PC_src_o |
| after CTS | -30 | 5 | WriteDataM_i[6] | PC_src_o |
## worst reg2reg max path, cell delays in order (launching register included)
cell	delay [ps]
sky130_fd_sc_hd__dfxtp_1	340
sky130_fd_sc_hd__nand2_1	60
sky130_fd_sc_hd__o32ai_1	140
## power groups by stage
stage / logic (mW) / registers, mW / clock network [mW]
4_1_cts: 0.747 / 0.533 / 0.484
5_1_grt: 0.791 / 0.536 / 0.510
6_report: 0.732 / 0.532 / 0.464
## kinds of logic after synthesis
kind of cell	after synthesis	synth area share, %
and+or+nand+nor	75	22.8
buffers and inverters	43	18.3
AOI/OAI and AO/OA	33	16.1
muxes	23	15.4
DFF	23	27.5
Power is estimated from default activity; no workload was simulated.
