File: flow/run.sh
#!/bin/bash
# OpenROAD 26Q1-2900-gdf79404cd8, Yosys 0.63+post, stock flow scripts
make -C /OpenROAD-flow-scripts/flow DESIGN_CONFIG=/design/flow/config.mk WORK_HOME=/design/flow/orfs finish
File: flow/design.v
module reg_file #(
parameter  DEPTH = 4,
parameter  ADDR = 2,
parameter  WIDTH = 8)
(
input     rst,
input     clk,
input     w_en,                    
input     [ADDR-1:0]    w_addr,    
input     r1_en,                   
input     r2_en,                   
input     [ADDR-1:0]    r1_addr,   
input     [ADDR-1:0]    r2_addr,   
input     [WIDTH-1:0]   w_data,    
output    [WIDTH-1:0]   r1_data,   
output    [WIDTH-1:0]   r2_data    
);
reg [WIDTH-1:0]    rf[0:DEPTH-1];
assign  r1_data = (r1_en) ? rf[r1_addr] : {(WIDTH){1'b0}};
assign  r2_data = (r2_en) ? rf[r2_addr] : {(WIDTH){1'b0}};
always@(posedge clk or posedge rst)
begin: rf_block
  integer i;
  if(rst)
     for(i=0; i<DEPTH; i=i+1)
           rf[i] <= {(WIDTH){1'b0}};
  else if(w_en)
           rf[w_addr] <= w_data;
end
endmodule
module spu(
input  clk,
input  rst,
input  start,                   
output stop,                    
input   [15:0] im_r_data,       
output  [7:0]  im_addr,         
output  im_rd,                  
output  [7:0] dm_addr,          
output  dm_rd,                  
output  dm_wr,                  
input  [15:0] dm_r_data,        
output [15:0] dm_w_data         
);
wire pco_en;
wire rf_s1;
wire rf_s0;
wire [3:0] rf_w_addr;    
wire rf_w_wr;            
wire [3:0] rf_rp_addr;   
wire rf_rp_rd;           
wire [3:0] rf_rq_addr;   
wire rf_rq_rd;           
wire alu_s1;
wire alu_s0;
wire [7:0] loac;
spu_ctrl c1(.clk(clk),
            .rst(rst),
            .start(start),             
            .stop(stop),               
				.pco_en(pco_en),
            .im_r_data(im_r_data),     
            .im_addr(im_addr),         
            .im_rd(im_rd),             
            .dm_addr(dm_addr),         
            .dm_rd(dm_rd),             
            .dm_wr(dm_wr),             
            .rf_s1(rf_s1),
				.rf_s0(rf_s0),
            .rf_w_addr(rf_w_addr),     
            .rf_w_wr(rf_w_wr),         
            .rf_rp_addr(rf_rp_addr),   
            .rf_rp_rd(rf_rp_rd),       
            .rf_rq_addr(rf_rq_addr),   
            .rf_rq_rd(rf_rq_rd),       
            .alu_s1(alu_s1),
				.alu_s0(alu_s0),
				.loac(loac)
);
spu_datapath d1(.clk(clk),
                .rst(rst),
					 .pco_en(pco_en),
                .rf_s1(rf_s1),
					 .rf_s0(rf_s0),
                .rf_w_addr(rf_w_addr),       
                .rf_w_wr(rf_w_wr),           
                .rf_rp_addr(rf_rp_addr),     
                .rf_rp_rd(rf_rp_rd),         
                .rf_rq_addr(rf_rq_addr),     
                .rf_rq_rd(rf_rq_rd),         
                .alu_s1(alu_s1),
					 .alu_s0(alu_s0),
                .dm_r_data(dm_r_data),       
                .dm_w_data(dm_w_data),       
					 .loac(loac)
);
endmodule
`timescale 1ns/10ps
module spu_ctrl(
input   clk,
input   rst,
input   start,                  
output  reg stop,               
input	  pco_en,		
input   [15:0] im_r_data,       
output  [7:0]  im_addr,         
output  reg im_rd,              
output  [7:0] dm_addr,          
output  reg dm_rd,              
output  reg dm_wr,              
output  reg rf_s1,
output  reg rf_s0,
output  reg [3:0] rf_w_addr,    
output  reg rf_w_wr,            
output  reg [3:0] rf_rp_addr,   
output  reg rf_rp_rd,           
output  reg [3:0] rf_rq_addr,   
output  reg rf_rq_rd,           
output  reg alu_s1,
output  reg	alu_s0,
output  [7:0] loac
);
parameter [3:0]  INIT   = 4'd0, 
                 FETCH  = 4'd1,
					  DECODE = 4'd2,
					  LOAD   = 4'd3,
					  STORE  = 4'd4,
                 ADD    = 4'd5,
					  LOAC	= 4'd6,
					  SUB		= 4'd7,
					  JMPZ	= 4'd8,
					  JUMP	= 4'd9,
                 STOP   = 4'd15;
parameter [3:0]  OP_LOAD   = 4'd0,
					  OP_STORE  = 4'd1,
                 OP_ADD    = 4'd2,
					  OP_LOAC	= 4'd3,
					  OP_SUB		= 4'd4,
					  OP_JMPZ	= 4'd5,
					  OP_JUMP	= 4'd6,
	              OP_STOP  	= 4'd15;				  
reg [7:0] pc;     
reg pc_inc;
reg pc_clr;
reg pc_jmpz;
reg pc_jump;
reg [15:0] ir;     
reg ir_ld;
reg [3:0] cs, ns;   
wire [3:0] ra, rb, rc;   
wire [3:0] op;           
wire [7:0] pco;	 
assign im_addr = pc;
assign op = ir[15:12];
assign ra = ir[11:8];
assign rb = ir[7:4];
assign rc = ir[3:0];
assign dm_addr = ir[7:0];
assign loac = ir[7:0];
assign pco = ir[7:0];
always@(posedge clk or posedge rst)
begin
	 if(rst)
		 pc <= #1 8'd0;
	 else if(pc_clr)
		 pc <= #1 8'd0;
	 else
		 case({pc_jump,pc_jmpz,pc_inc})
			3'b100:pc <= #1 (pc + pco - 1'b1);
			3'b010:pc <= #1 (pco_en? (pc + pco - 1'b1) : (pc));
			3'b001:pc <= #1 (pc + 8'd1);
			default:pc <= #1 pc;
		 endcase
end
always@(posedge clk or posedge rst)
begin
  if(rst)
     ir <= #1 16'd0;
  else if(ir_ld)
     ir <= #1 im_r_data;
end
always@(posedge clk or posedge rst)
begin
  if(rst)
     cs <= #1 INIT;
  else 
     cs <= #1 ns;
end
always@(*)
begin
  case(cs)
  INIT:    if(start)
              ns = FETCH;
			  else
			     ns = INIT;
  FETCH:   ns = DECODE;
  DECODE:  case(op)
           OP_LOAD:  ns = LOAD;
			  OP_STORE: ns = STORE;
			  OP_ADD:   ns = ADD;
			  OP_LOAC:	ns	= LOAC;
			  OP_SUB:	ns = SUB;
			  OP_JMPZ:	ns	= JMPZ;
			  OP_JUMP:  ns = JUMP;
			  OP_STOP:  ns = STOP; 
           default:  ns = INIT;
			  endcase
  LOAD:    ns = FETCH;
  STORE:   ns = FETCH;
  ADD:     ns = FETCH;
  LOAC:	  ns = FETCH;
  SUB:	  ns = FETCH;
  JMPZ:    ns = FETCH;
  JUMP:	  ns = FETCH;
  STOP:    ns = INIT;
  default: ns = INIT;
  endcase
end
always@(*)
begin
  im_rd = 1'b0;
  pc_clr = 1'b0;
  pc_inc = 1'b0;
  pc_jmpz = 1'b0;
  pc_jump = 1'b0;
  ir_ld = 1'b0;  
  dm_rd = 1'b0;
  dm_wr = 1'b0;
  rf_s1 = 1'b0;
  rf_s0 = 1'b0;
  rf_w_addr  = 4'd0;
  rf_w_wr = 1'b0;
  rf_rp_addr = 4'd0;
  rf_rp_rd = 1'b0;  
  rf_rq_addr = 4'd0;
  rf_rq_rd = 1'b0;  
  alu_s1 = 1'b0;
  alu_s0 = 1'b0;
  stop = 1'b0; 
  case(cs)
  INIT:    begin
             pc_clr = 1'b1;  
           end
  FETCH:   begin
             im_rd  = 1'b1;
				 ir_ld  = 1'b1;
			    pc_inc = 1'b1;  
           end
  LOAD:    begin
             dm_rd = 1'b1;
			    rf_s0 = 1'b1; 
			    rf_w_addr = ra;
			    rf_w_wr = 1'b1;			  
           end
  STORE:   begin
             dm_wr = 1'b1; 
			    rf_rp_addr = ra;
			    rf_rp_rd = 1'b1;			  
           end
  ADD:     begin           
			    rf_rp_addr = rb;
			    rf_rp_rd = 1'b1;
			    rf_rq_addr = rc;
			    rf_rq_rd = 1'b1;
			    rf_w_addr = ra;
			    rf_w_wr = 1'b1;	
	          alu_s0 = 1'b1;		  
           end
  LOAC:	  begin
				 rf_s1 = 1'b1;
				 rf_w_addr = ra;
				 rf_w_wr = 1'b1;
			  end
  SUB:	  begin
				 rf_rp_addr = rb;
			    rf_rp_rd = 1'b1;
			    rf_rq_addr = rc;
			    rf_rq_rd = 1'b1;
			    rf_w_addr = ra;
			    rf_w_wr = 1'b1;	
	          alu_s1 = 1'b1;
			  end
  JMPZ:    begin
				 rf_rp_addr = ra;
				 rf_rp_rd = 1'b1;
				 pc_jmpz = 1'b1;
			  end
  JUMP:	  begin
				 pc_jump = 1'b1;
			  end
  STOP:    begin
             stop = 1'b1;  
           end
  default: begin
             im_rd = 1'b0;
             pc_clr = 1'b0;
             pc_inc = 1'b0;
				 pc_jmpz = 1'b0;
				 pc_jump = 1'b0;
             ir_ld = 1'b0;  
             dm_rd = 1'b0;
             dm_wr = 1'b0;
				 rf_s1 = 1'b0;
             rf_s0 = 1'b0;
             rf_w_addr  = 4'd0;
             rf_w_wr = 1'b0;
             rf_rp_addr = 4'd0;
             rf_rp_rd = 1'b0;  
             rf_rq_addr = 4'd0;
             rf_rq_rd = 1'b0;
				 alu_s1 = 1'b0;
             alu_s0 = 1'b0;
             stop = 1'b0;
			  end
  endcase
end
endmodule
module spu_datapath(
input clk,
input rst,
output pco_en,  
input rf_s1,
input rf_s0,
input  [3:0] rf_w_addr,   
input  rf_w_wr,           
input  [3:0] rf_rp_addr,  
input  rf_rp_rd,          
input  [3:0] rf_rq_addr,  
input  rf_rq_rd,          
input	 alu_s1,
input  alu_s0,
input	 [7:0] loac,
input  [15:0] dm_r_data,  
output [15:0] dm_w_data   
);
wire   [15:0] mux_out;
wire   [15:0] rf_rp_data;   
wire   [15:0] rf_rq_data;   
reg    [15:0] alu_out;
assign mux_out = rf_s1? loac : rf_s0? dm_r_data : alu_out;
assign dm_w_data = rf_rp_data;
assign pco_en = !rf_rp_data;
reg_file #(
 .DEPTH(16),
 .ADDR(4),
 .WIDTH(16))
rf(.rst(rst),
   .clk(clk),
   .w_en(rf_w_wr),         
   .w_addr(rf_w_addr),     
   .r1_en(rf_rp_rd),       
   .r2_en(rf_rq_rd),       
   .r1_addr(rf_rp_addr),   
   .r2_addr(rf_rq_addr),   
   .w_data(mux_out),       
   .r1_data(rf_rp_data),   
   .r2_data(rf_rq_data)    
);
always@(*)
begin
  case({alu_s1, alu_s0})
  2'd0: alu_out = rf_rp_data;
  2'd1: alu_out = rf_rp_data + rf_rq_data;
  2'd2: alu_out = rf_rp_data - rf_rq_data;
  default: alu_out = 16'd0;
  endcase
end
endmodule
File: flow/config.mk
export PLATFORM = sky130hd
export DESIGN_NAME = spu
export DESIGN_NICKNAME = spu
export VERILOG_FILES = /design/flow/design.v
export SDC_FILE = /design/flow/constraint.sdc
export NUM_CORES = 4
export LEC_CHECK = 1
export CORE_UTILIZATION = 40
File: flow/constraint.sdc
current_design spu

set clk_period 19.3
set clk_io_pct 0.2

create_clock -name clk0 -period $clk_period [get_ports {clk}]

set non_clock_inputs [all_inputs -no_clocks]
set_input_delay [expr $clk_period * $clk_io_pct] -clock clk0 $non_clock_inputs
set_output_delay [expr $clk_period * $clk_io_pct] -clock clk0 [all_outputs]
==> impl_metrics.tcl <==
# yosys + openroad results
set metrics [dict create \
    rsz0062_at_grt "no" \
    clkLatencyLatePin_ns 0.57 \
    powerDensity_nw_per_um2 179.9 \
    status "completed" \
    mux_share_of_area_pct 1.182 \
    max_cap_viol_count 0 \
    yosys.cell_types.count 81 \
    grt_max_degree 113 \
    overflow 0 \
    critical_path_class "reg -> out" \
    share_of_synthesized_registers_carrying_an_async_set_or_reset_pct 100.0 \
    synth-compound-area-share_pct 27.91 \
    synth-seq-cells 284 \
    floorplan.core_util_pct 40.77 \
    placementRows 74 \
    synth.avg_cell_area_sq_um 8.468 \
    hold_slack_ns 0.5064 \
    clock_power_share_pct 19.8 \
    worstPathRequired_ns 15.44 \
    share_seq_of_total_power_pct 34.4 \
    synth.yosys.seq_area_share_pct 42.50 \
    finalHoldViolCount 0 \
    place.gp.congestion 1.017 \
    ctsResizeCount 0 \
    setup-violations-final 0 \
    cts_hold_repair.buffers 0 \
    sequential_cell_area_sq_um 7107 \
    place_hpwl_microns 48440 \
    route.detailed.vias_per_inst 6.488 \
    chip_area_sq_um 42630 \
    switching_share_pct 45.27 \
    antenna_violating_nets_post_route 0 \
    vdd_ir_drop_max_uv 88.21 \
    first_pass_grt_wire_length_microns 106500 \
    slowest_stage_delay_on_critical_path_ns 0.67 \
    synth.logic.top_family "AND-OR/OR-AND gates" \
    wire_per_inst_microns 28.47 \
    post-cts-setup-buffer-count 0 \
    period_used_pct 51.27 \
    maxSlewHeadroom_pct 34.61 \
    final_layout_size_suffix_gt1_share_pct 9.055 \
    multiInputGateArea_sq_um 8778 \
    setup-tns-final_ns 0 \
    power.leakage_nw 8.410 \
    clock_sink_count 284 \
    number_of_flops_mapped_to_enable_cells_by_yosys 0 \
    crit_path_frequent_cell "sky130_fd_sc_hd__buf_4" \
    drt_iter0_drc 2244 \
    setup.worst_path.start_class "register" \
    area_growth_syn_to_layout_pct 15.62 \
    detail_route.wirelength_microns 72680 \
    layout.cells.most_common_list "sky130_fd_sc_hd__nand2_1, sky130_fd_sc_hd__o21ai_0, sky130_fd_sc_hd__dfrtp_1" \
    fill_cells 3855 \
    netSwitchingPower_mw 1.575 \
    ys_chip_area_sq_um 16720 \
    max_freq_ghz 0.1011 \
    dr_total_vias 16560 \
    setup.worst_path.end_class "output port" \
    synthXorXnorAreaFrac_pct 1.796 \
    coreArea_sq_um 41020 \
    layout_top_cell_excl_fill_tap "sky130_fd_sc_hd__nand2_1" \
    drt_pass1_iterations 25 \
    worstPathBufferInverterCount 4 \
    pre_cts_slack_ns 10.12 \
    worst-slew-pin-transition_ns 0.9733 \
    clk_root_buffer_cell "sky130_fd_sc_hd__clkbuf_16" \
    tritoncts "done" \
    die-height_microns 206.5 \
    htreeDepth 2 \
    combinational_power_share_pct 45.8 \
    data_arrival_critical_path_ns 6.04 \
    antenna_cells 0 \
    final_worst_slack_ns 9.404 \
    place.port_buffers 70 \
    timing.critical_path.cells "nand2b_1 > nor2_1 > inv_1 > ha_2 > buf_4 > or3b_2 > nor3b_1 > or3_1 > buf_4 > a222oi_1 > o22a_1 > a31oi_1 > clkdlybuf4s50_1" \
    ys.flop_type "sky130_fd_sc_hd__dfrtp_1" \
    ys_sh_adder_pct 2.933 \
    drt_drc_violations_left 0 \
    netlist_instances 1975 \
    fin_worst_skew_ns 0.02472 \
    syn_area_sq_um 16720 \
    min_path_type "reg -> reg" \
    die_width_microns 206.5 \
    track_usage_pct 36.04 \
    timing_max_transition_violations_final 0 \
    max-clock-path-buffers 3 \
    clock_buffer_count_from_cts 34 \
    cpMaxStageDelayCell "sky130_fd_sc_hd__a31oi_1" \
    grt_antenna_before_repair 0 \
    ys.warnings.count 4 \
    log_warnings 31 \
    synth.cellmix.simpleShare_pct 18.26 \
    top_level_ports 71 \
    ys_cells 1975 \
    path_clk_slew_ns 0.06 \
    vias_in_the_first_global_route 15750 \
    fin_crit_ns 9.896 \
    internal_power_mw 1.904 \
    critical_path_peak_fanout 36 \
    path_delay_family "simple AND/OR/NAND/NOR gates" \
]
[registers in the layout, indices dropped and copies added, names as in the netlist]
name	count
d1.rf.rf	256
c1.ir	16
c1.cs	4
c1.pc	8
[per-layer routing]
metal / up-vias / routed length [microns] / track usage (%)
li1: 7281 / - / -
met3: 271 / 8951 / 13.03
met1: 7960 / 28930 / 50.88
met2: 1051 / 30420 / 50.44
met5: - / 0 / 0
met4: 0 / 4377 / 16.31
[final timing paths]
check	start	to	slack, ns	depth (start not counted)
max in group asynchronous	rst	d1.rf.rf[4][8]	14.39	3
hold / removal	d1.rf.rf[0][2]	d1.rf.rf[0][2]	0.51	2
setup / recovery	c1.cs[3]	dm_w_data[6]	9.40	13
min in group asynchronous	rst	c1.cs[0]	3.79	2
setup reg to reg	c1.cs[3]	d1.rf.rf[8][14]	11.23	27
hold reg to reg	d1.rf.rf[0][2]	d1.rf.rf[0][2]	0.51	2
[cell families after synthesis]
kind of cell               count (synthesis)
AOI/OAI and AO/OA                        717
and+or+nand+nor                          661
DFF                                      284
buffers and inverters                    226
adders and majority gates                 38
xor gates and xnor gates                  31
muxes                                     18
[stage by stage]
stage / area [sq um] / total power, mW / utilization [%] / std cells
2_1_floorplan: 16720 / 2.143 / - / 1975
3_3_place_gp: 18130 / 2.737 / 44.20 / 2492
3_5_place_dp: 18130 / 2.747 / 44.20 / 2492
4_1_cts: 19340 / 3.446 / 47.14 / 2553
5_1_grt: 19340 / 3.706 / 47.14 / 2553
6_report: 19340 / 3.479 / 47.14 / 2553
[power groups by stage]
stage	sequential [mW]	combinational, mW	clock, mW
6_report	1.20	1.59	0.690
5_1_grt	1.23	1.76	0.721
4_1_cts	1.19	1.56	0.698
[tightest hold or removal path, cell delays in order (launching register included)]
cell	delay (ns)
sky130_fd_sc_hd__dfrtp_1	0.36
sky130_fd_sc_hd__nand2_1	0.05
sky130_fd_sc_hd__o21ai_0	0.06
[cell type report]
| cell class | instances | share of cell area [%] |
|---|---|---|
| flip-flops and latches | 284 | 36.75 |
| inverters | 54 | 1.087 |
| repair buffers | 157 | 7.066 |
| multi-input cells | 1465 | 45.40 |
| well taps | 532 | 3.442 |
| clock buffers | 46 | 5.157 |
| clock inverters | 15 | 1.094 |
[Yosys cell counts (33+ instances only)]
master,number,area share (%)
sky130_fd_sc_hd__nand3_1,34,1.0
sky130_fd_sc_hd__a22oi_1,98,4.4
sky130_fd_sc_hd__nor2_1,83,1.9
sky130_fd_sc_hd__inv_1,52,1.2
sky130_fd_sc_hd__o21ai_0,310,9.3
sky130_fd_sc_hd__nand2_1,351,7.9
sky130_fd_sc_hd__and3_1,35,1.3
sky130_fd_sc_hd__clkbuf_1,138,3.1
sky130_fd_sc_hd__a222oi_1,38,2.3
sky130_fd_sc_hd__dfrtp_1,284,42
sky130_fd_sc_hd__a21oi_1,64,1.9
sky130_fd_sc_hd__a31oi_1,33,1.2
sky130_fd_sc_hd__ha_1,36,2.7
Power and IR drop assume default switching activity.
