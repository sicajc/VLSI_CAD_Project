==> ./design.v <==
module EX#(parameter DATA_WIDTH = 16,
           parameter ADDR_WIDTH = 8,
           parameter IMM8_WIDTH = 8,
           parameter REG_WIDTH  = 4,
           parameter CV_WIDTH   = 11,
           parameter OP_WIDTH   = 4)
       (input clk,
        input rst,
        input[ADDR_WIDTH-1:0] PCE_i,
        input[DATA_WIDTH-1:0] r1_data_r_i,
        input[DATA_WIDTH-1:0] r2_data_r_i,
        input[IMM8_WIDTH-1:0] imm8E_i,
        input[REG_WIDTH-1:0] rsE_i,
        input[REG_WIDTH-1:0] rdE_i,
        input flush_EX_MEM_i,
        input stall_EX_MEM_i,
        input RegWriteE_i ,
        input[1:0] ALUopE_i ,
        input BranchE_i ,
        input MemReadE_i ,
        input RegDstE_i ,
        input MemWriteE_i ,
        input MemToRegE_i ,
        input MovE_i ,
        input FloatingE_i ,
        input jumpE_i,
        output[DATA_WIDTH-1:0] floating_din_1_o,
        output[DATA_WIDTH-1:0] floating_din_2_o,
        output reg[ADDR_WIDTH-1:0] PCM_o,
        output reg[DATA_WIDTH-1:0] WriteDataM_o,
        output reg[IMM8_WIDTH-1:0] imm8M_o,
        output reg[REG_WIDTH-1:0]  rsM_o,
        output reg[REG_WIDTH-1:0]  WriteRegM_o,
        output reg[DATA_WIDTH-1:0] alu_outM_o,
        output reg RegWriteM_o ,
        output reg BranchM_o ,
        output reg MemReadM_o ,
        output reg MemWriteM_o ,
        output reg MemToRegM_o ,
        output reg MovM_o,
        output reg jumpM_o,
        output reg FloatingE_o,
        input[DATA_WIDTH-1:0] WBResultM_i,
        input[DATA_WIDTH-1:0] ResultW_i,
        input[1:0] alu_src1_i,
        input[1:0] alu_src2_i);
reg[DATA_WIDTH-1:0] alu_in1;
reg[DATA_WIDTH-1:0] alu_in2;
wire[DATA_WIDTH-1:0] WriteDataE_w;
wire[DATA_WIDTH-1:0] WriteRegE_w;
reg[DATA_WIDTH-1:0] alu_w;
always @(*)
begin
    case(alu_src1_i)
        'd0:
        begin
            alu_in1 = r1_data_r_i;
        end
        'd1:
        begin
            alu_in1 = WBResultM_i;
        end
        'd2:
        begin
            alu_in1 = ResultW_i;
        end
        default:
        begin
            alu_in1 = r1_data_r_i;
        end
    endcase
end
always @(*)
begin
    case(alu_src2_i)
        'd0:
        begin
            alu_in2 = r2_data_r_i;
        end
        'd1:
        begin
            alu_in2 = WBResultM_i;
        end
        'd2:
        begin
            alu_in2 = ResultW_i;
        end
        default:
        begin
            alu_in2 = r2_data_r_i;
        end
    endcase
end
always @(*)
begin
    case(ALUopE_i)
        2'b00:
            alu_w = alu_in1 + alu_in2;
        2'b01:
            alu_w = alu_in1 - alu_in2;
        2'b10:
            alu_w = alu_in1 < alu_in2;
        default:
            alu_w = 2'd0;
    endcase
end
always @(posedge clk)
begin
    if(rst)
    begin
        PCM_o <= 'd0;
        WriteDataM_o<='d0;
        imm8M_o<='d0;
        rsM_o<='d0;
        WriteRegM_o<='d0;
        alu_outM_o<='d0;
        RegWriteM_o<='d0;
        BranchM_o<='d0;
        MemReadM_o<='d0;
        MemWriteM_o<='d0;
        MemToRegM_o<='d0;
        MovM_o<='d0;
        jumpM_o <= 'd0;
        FloatingE_o <= 'd0;
    end
    else if(flush_EX_MEM_i)
    begin
        PCM_o <= 'd0;
        WriteDataM_o<='d0;
        imm8M_o<= 'd15;
        rsM_o<= 'd15;
        WriteRegM_o<= 'd15;
        alu_outM_o<= 'd15;
        RegWriteM_o<='d0;
        BranchM_o<='d0;
        MemReadM_o<='d0;
        MemWriteM_o<='d0;
        MemToRegM_o<='d0;
        MovM_o<='d0;
        jumpM_o <= 'd0;
        FloatingE_o <= 'd0;
    end
    else if(stall_EX_MEM_i)
    begin
        PCM_o <= PCM_o;
        WriteDataM_o        <=  WriteDataM_o;
        imm8M_o             <=  imm8M_o;
        rsM_o               <=  rsM_o;
        WriteRegM_o         <=  WriteRegM_o;
        alu_outM_o          <=  alu_outM_o;
        RegWriteM_o         <=  RegWriteM_o;
        BranchM_o           <=  BranchM_o;
        MemReadM_o          <=  MemReadM_o;
        MemWriteM_o         <=  MemWriteM_o;
        MemToRegM_o         <=  MemToRegM_o;
        MovM_o              <=  MovM_o;
        jumpM_o <= jumpM_o;
        FloatingE_o <= FloatingE_o;
    end
    else
    begin
        PCM_o <= PCE_i;
        WriteDataM_o        <=  WriteDataE_w;
        imm8M_o             <=  imm8E_i;
        rsM_o               <=  rsE_i;
        WriteRegM_o         <=  WriteRegE_w;
        alu_outM_o          <=  alu_w;
        RegWriteM_o         <=  RegWriteE_i;
        BranchM_o           <=  BranchE_i;
        MemReadM_o          <=  MemReadE_i;
        MemWriteM_o         <=  MemWriteE_i;
        MemToRegM_o         <=  MemToRegE_i;
        MovM_o              <=  MovE_i;
        jumpM_o <= jumpE_i;
        FloatingE_o <= FloatingE_i;
    end
end
assign WriteDataE_w = alu_in1;
assign WriteRegE_w  = RegDstE_i ? rsE_i : rdE_i;
endmodule
==> ./run.sh <==
#!/bin/bash
# OpenROAD 26Q1-2900-gdf79404cd8, Yosys 0.63+post, stock flow scripts
make -C /OpenROAD-flow-scripts/flow DESIGN_CONFIG=/design/flow/config.mk WORK_HOME=/design/flow/orfs finish
==> ./config.mk <==
export PLATFORM = sky130hd
export DESIGN_NAME = EX
export DESIGN_NICKNAME = EX
export VERILOG_FILES = /design/flow/design.v
export SDC_FILE = /design/flow/constraint.sdc
export NUM_CORES = 4
export LEC_CHECK = 1
export CORE_UTILIZATION = 40
==> ./constraint.sdc <==
current_design EX

set clk_period 9.1
set clk_io_pct 0.2

create_clock -name clk0 -period $clk_period [get_ports {clk}]

set non_clock_inputs [all_inputs -no_clocks]
set_input_delay [expr $clk_period * $clk_io_pct] -clock clk0 $non_clock_inputs
set_output_delay [expr $clk_period * $clk_io_pct] -clock clk0 [all_outputs]
==> flow_summary.yaml <==
# flow metrics
detailed_routing:
  drtIter0Drc: 286
  diodes: 0
  first_pass_iters: 4
  drc: 0
  post_drt_wl_per_cell_microns: 14.7
  viasPerCell: 5.07
  routed_wl_mm: 13.2
  route.vias.total: 4529
  antenna_left: 0
grt:
  use_met3_pct: 3.57
  grt.total_usage_pct: 21.4
  grt_pass1_vias: 4337
  busiest_layer: "met2"
  antenna_found_initial: 0
  grt_pass1_wl_mm: 21.2
  met1_usage_pct: 32.2
  use_met2_pct: 34.1
  grt_max_degree: 45
  grt.overflow.total: 0
place:
  port_buffers: 170
  place_area_sq_um: 6350
  place_inst: 877
  gp_congestion: 0.853
  place_hpwl_mm: 10.3
power_and_ir_drop:
  powerDensity_nw_per_um2: 147
  p_leak_uw: 0.00277
  ir_worst_vdd_mv: 0.107
clocking:
  clock_latency_ps: 330
  cts_buffers: 9
  cts_sinks: 64
  ctsResizeCount: 0
  htree_num_levels: 3
  cts_tree: "built"
  clkTransAtPathRegs_ps: 50
  postCtsSetupBuffers: 0
  clk_path_buf_depth: 2
  cts_hold_buf: 0
  root_buffer: "clkbuf_16"
timing:
  slew_viol_final: 0
  worstMarginPinSlew_ps: 888
  rsz0062_at_grt: "no"
  hold_slack_ps: 483
  slew_headroom_pct: 40.8
  finalSetupTns_ps: 0
  clock_skew_ps: 0
  fin_crit_sh_pct: 62.5
  max_freq_mhz: 176
  hold_viol: 0
  setup_violations: 0
  min_period_ps: 5690
yosys:
  syn-instance-count: 601
  synth_area_sq_um: 4740
  yosys_area_sq_um: 4740
  mux_share_pct: 11.4
  ys_sh_aoi_pct: 23.1
  fa_ha_area_share_pct: 10.1
  netlist_logic_family_top: "AND-OR/OR-AND gates"
  yosys_warnings: 33
  simple_gate_share_pct: 14.3
  synth-xor-area-share_pct: 2.40
  numSynthFlops: 64
  ys_types: 55
  edf_count: 0
  postSynthAreaPerCell_sq_um: 7.88
  seq_area_frac_synth_pct: 27.1
  async_flop_share_pct: 0
  ff_type: "dfxtp_1"
  yosys_cells: 601
floorplan:
  die-area_sq_um: 12300
  die_x_microns: 111
  core_area_sq_um: 11500
  io-pin-count: 203
  die_y_microns: 111
  num_rows: 39
  initial_core_util_pct: 41.3
finish:
  final_core_util_pct: 57.7
  area_growth_pct: 39.8
  mostFrequentLayoutCell: "clkdlybuf4s50_1"
  layout.cells.non_filler: 893
  fin_area_sq_um: 6620
  final_layout_top_logic_cells: "clkdlybuf4s50_1, nor2_1, dfxtp_1"
  drive_gt1_share_pct: 3.60
min_path:
  hold_class: "reg2reg"
  min_path_cells: 1
setup_path:
  critPathRequiredTime_ps: 9300
  worstSetupPathType: "in2reg"
  reg2reg_depth: 3
  endpoint_kind: "flip-flop"
  arrival_ps: 5880
  critPathMaxFanout: 32
  crit_path_start_kind: "primary input"
run:
  warnings: 42
  drv_cap: 0
outcome:
  status: "completed"
[logic make-up after synthesis]
| logic type | after synthesis |
|---|---|
| AOI/OAI and AO/OA | 170 |
| xor gates and xnor gates | 13 |
| adders and majority gates | 37 |
| buffers and inverters | 108 |
| DFF | 64 |
| muxes | 54 |
| other | 1 |
| and+or+nand+nor | 154 |
[report_power, final]
| group | switching, uW | total (uW) | internal (uW) |
|---|---|---|---|
| logic | 184 | 357 | 173 |
| clock network | 131 | 315 | 184 |
| registers | 6.85 | 301 | 294 |
[cell usage after synthesis, types with 2 or more instances]
cell,number,area [sq um]
nor2b_1,6,37.5
buf_1,2,7.51
inv_1,32,120
buf_2,6,30.0
dfxtp_1,64,1280
a2111oi_0,2,17.5
a221oi_1,3,26.3
inv_2,2,7.51
nor2_1,70,263
o21a_1,3,22.5
buf_6,2,22.5
a22oi_1,34,255
nor3_1,14,70.1
buf_4,32,240
nand2b_1,4,25.0
fa_1,2,40.0
a31oi_1,3,18.8
or4_1,2,15.0
o221ai_1,2,17.5
nand2_1,44,165
a22o_1,7,61.3
o21bai_1,7,52.6
o311ai_1,2,17.5
o31ai_1,2,15.0
o21ai_1,12,60.1
a211o_1,2,17.5
clkbuf_1,31,116
ha_1,35,438
o21ai_0,27,135
a21o_1,2,15.0
nor3b_1,4,30.0
xnor2_1,13,114
o22ai_1,5,31.3
mux2i_1,54,541
nand3_1,4,20.0
a21oi_1,46,230
[metal layers]
metal,wire length [microns],part of all wire (%),vias up
met5,0,0,-
met4,119,0.90,0
met3,763,5.8,8
met2,5780,44,171
met1,6490,49,2006
li1,-,-,2344
[worst max-delay path, cell delays in order]
cell and delay [ps]:
clkdlybuf4s50_1 480, inv_1 50, ha_1 860, nor2_1 120, a21oi_1 430, inv_1 130, ha_1 330, nor2_1 60
o311ai_1 350, a2bb2oi_1 170, a221oi_2 320, o21bai_1 170, a211oi_1 310, xnor2_1 160, o221ai_1 120
[layout make-up]
| class | instances | area [sq um] |
|---|---|---|
| repair buffers | 175 | 1730 |
| flip-flops and latches | 64 | 1280 |
| inverters | 35 | 131 |
| multi-input cells | 460 | 3020 |
| clock buffers | 9 | 225 |
| fillers | 1026 | 4850 |
| well taps | 143 | 179 |
| clock inverters | 7 | 47.5 |
[final timing paths]
path	slack, ps	from	to
min reg2reg	480	alu_outM_o[6]	alu_outM_o[6]
max	3410	alu_src1_i[0]	alu_outM_o[13]
min	480	alu_outM_o[6]	alu_outM_o[6]
max reg2reg	8140	alu_outM_o[0]	alu_outM_o[0]
[registers in the layout, indices dropped and copies added, names as in the netlist]
register	flops
MemToRegM_o	1
rsM_o	4
WriteDataM_o	16
jumpM_o	1
FloatingE_o	1
RegWriteM_o	1
MemReadM_o	1
alu_outM_o	16
WriteRegM_o	4
MovM_o	1
PCM_o	8
imm8M_o	8
MemWriteM_o	1
BranchM_o	1
[metrics by stage]
| step | total power [uW] | setup WS [ps] |
|---|---|---|
| CTS | 982 | 3430 |
| global route | 1030 | 3010 |
| floorplan | 539 | 4230 |
| global placement | 664 | 3220 |
| detailed placement | 663 | 3070 |
| finish | 973 | 3410 |
Power figures rest on the tool's default switching activity, not on a simulated workload.
